$ cat config.mk
export PLATFORM = sky130hd
export DESIGN_NAME = Color_Enhance
export DESIGN_NICKNAME = Color_Enhance
export VERILOG_FILES = /design/flow/design.v
export SDC_FILE = /design/flow/constraint.sdc
export NUM_CORES = 4
export LEC_CHECK = 1
export CORE_AREA = 10 10 133 133
export DIE_AREA = 0 0 143 143
$ cat constraint.sdc
current_design Color_Enhance

set clk_period 14.9
set clk_io_pct 0.2

create_clock -name clk0 -period $clk_period

set non_clock_inputs [all_inputs -no_clocks]
set_input_delay [expr $clk_period * $clk_io_pct] -clock clk0 $non_clock_inputs
set_output_delay [expr $clk_period * $clk_io_pct] -clock clk0 [all_outputs]
$ cat design.v
`timescale 1ns/100ps
module Color_Enhance(
	input rst_n,  
	input clk,    
	input [31:0] L_data,	
	input [31:0] A_data,
	input [31:0] B_data,
	output [31:0] LE_data,
	output [31:0] AE_data,
	output [31:0] BE_data
);
	wire [31:0] const_1_dot_5 = 32'b00000000110000000000000000000000;  
	Multiplier mul_a(
		.a(A_data),          
		.b(const_1_dot_5),   
		.q(AE_data)          
	);
	Multiplier mul_b(
		.a(B_data),          
		.b(const_1_dot_5),   
		.q(BE_data)          
	);
	assign LE_data = L_data;
endmodule
module Multiplier (
	input signed [31:0] a,
	input signed [31:0] b,
	output signed [31:0] q
);
	wire [63:0] temp = a * b;
	assign q = temp[54:23];
endmodule
$ cat run.sh
#!/bin/bash
# OpenROAD 26Q1-2900-gdf79404cd8, Yosys 0.63+post, stock flow scripts
make -C /OpenROAD-flow-scripts/flow DESIGN_CONFIG=/design/flow/config.mk WORK_HOME=/design/flow/orfs finish
==> flow_metrics.tcl <==
# implementation run metrics
set metrics [dict create \
    cp-start-kind "input port" \
    area_growth_pct 28.7 \
    hp-class "in -> out" \
    worst-path-buf-inv 2 \
    core_mm2 0.0147 \
    setup_viol_count_final 0 \
    gp_congestion 0.880 \
    cp_data_arrival_time_ps 6620 \
    gr-usage-all-layers_pct 10.8 \
    port_buffers 128 \
    critical_path.cell_chain "clkdlybuf4s50_1 > ha_1 > ha_1 > fa_1 > a211oi_1 > o211ai_2 > a31oi_4 > a31oi_4 > a32oi_2 > nor2_1 > a2111oi_2 > clkdlybuf4s50_1" \
    tool_warnings 34 \
    cp-startpoint "A_data[1]" \
    ioPinCount 194 \
    area_leaders "ha_1 (36%), xnor2_1 (7.8%), a21oi_1 (7.2%)" \
    vdd_ir_drop_max_mv 0.0234 \
    yosys-stat-cells 549 \
    grt_pass1_wl_mm 19.2 \
    leakage_nw 2.47 \
    post-route-util_pct 37.3 \
    critical_path.max_stage_delay_ps 520 \
    ys_types 56 \
    cp.required_ps 11920 \
    grt-ovfl-total 0 \
    critPathMaxFanout 4 \
    drt_iter0_markers 109 \
    regArea_um2 0 \
    antenna_found_initial 0 \
    syn_area_mm2 0.00427 \
    avgSynthCellArea_um2 7.77 \
    worstMarginPinSlew_ps 646 \
    ff_count 0 \
    setup-tns-final_ps 0 \
    chipArea_mm2 0.0204 \
    worst_path_max_delay_cell "clkdlybuf4s50_1" \
    grt_max_degree 11 \
    holdWs_ps 5960 \
    fillers 1487 \
    fmax_mhz 104 \
    yosysTopAreaCellShare_pct 35.8 \
    path_class "in -> out" \
    totalWireLength_mm 11.6 \
    top_cells_by_count "ha_1 (122), a21oi_1 (61), xnor2_1 (38)" \
    cp.depth 12 \
    fin_crit_ps 9600 \
    rsz0062_at_grt "no" \
    grt_pass1_vias 4111 \
    synth-seq-area-share_pct 0 \
    fp_util_pct 29.0 \
    status "finished, final reports clean" \
    critPathCapture "AE_data[29]" \
    yosysChipArea_mm2 0.00427 \
    die_h_um 143 \
    routed_via_density 5.18 \
    ctsResizeCount 0 \
    maxSlewViolCount 0 \
    fin_crit_sh_pct 64.4 \
    cts_setup_buffers 0 \
    final_layout_size_suffix_gt1_share_pct 1.90 \
    syn_inst 549 \
    holdBufCountCts 0 \
    antenna_cells_inserted 0 \
    wl_per_cell_um 14.2 \
    die_w_um 143 \
    finalHoldViolations 0 \
    floorplan.rows 44 \
    cp_top_family "AND-OR/OR-AND gates" \
    dp_hpwl_mm 10.3 \
    drcViolationCount 0 \
    top_area_cell "ha_1" \
    power.density_mw_per_mm2 57.1 \
    ys_warn_count 0 \
    vias 4230 \
    nClkBuffers 0 \
    maxCapViolations 0 \
    detail-route-antenna-nets 0 \
    dr.pass1.iters 5 \
    synth.most_common_cell "ha_1" \
    cp-end-kind "primary output" \
    relSlewSlack_pct 55.9 \
]
==> metal layers <==
layer | routed length (um) | share of wire, % | GRT usage, %
met1 | 5350 | 46 | 14.1
met2 | 5440 | 47 | 18.8
met3 | 780 | 6.7 | 2.46
met4 | 1 | 0.0086 | 0.163
met5 | 0 | 0 | 0
==> stage by stage <==
| stage | power, W | instances | cell area [um2] | setup slack (ps) |
|---|---|---|---|---|
| 6_report | 0.000314 | 817 | 5490 | 5300 |
| 5_1_grt | 0.000351 | 817 | 5490 | 5140 |
| 4_1_cts | 0.000320 | 817 | 5490 | 5290 |
| 3_5_place_dp | 0.000317 | 817 | 5490 | 5310 |
| 3_3_place_gp | 0.000318 | 817 | 5490 | 5290 |
| 2_1_floorplan | 0.000170 | 549 | 4270 | 6590 |
==> how the worst min path moves through the flow <==
stage | startpoint | end | slack (ps) | cells after the start
CTS | L_data[0] | LE_data[0] | 5960 | 0
global route | L_data[0] | LE_data[0] | 5960 | 0
finish | L_data[0] | LE_data[0] | 5960 | 0
==> cells in the final DEF (no fill, tap or decap), types with 10 or more instances in the layout <==
cell type        synthesis  routed
a211oi_1                14      14
a21o_1                  24      24
a21oi_1                 61      61
a31oi_1                 10      10
and3_1                  11      11
clkdlybuf4s50_1          0     128
ha_1                   122     122
inv_1                   13      13
nand2_1                 34      34
nand3_1                 12      12
nor2_1                  32      32
o21ai_0                 37      37
xnor2_1                 38      38
xor2_1                  15      15
==> cell type report <==
cell class / instances / area (um2) / area share [%]
inverter: 13 / 48.8 / 0.889
multi-input combinational: 492 / 3930 / 71.6
tap: 184 / 230 / 4.19
timing repair buffer: 128 / 1280 / 23.3
==> power breakdown <==
group          switching [W]  internal (W)
combinational       0.000135      0.000179
clock                      0             0
sequential                 0             0
==> logic make-up after synthesis <==
| family | share of synthesized area [%] |
|---|---|
| adders and majority gates | 36.7 |
| muxes | 0.499 |
| xor gates and xnor gates | 10.9 |
| and+or+nand+nor | 12.6 |
| buffers and inverters | 7.92 |
| AOI/OAI and AO/OA | 31.4 |
No activity file was given, so power comes from the tool's default toggle rates.
