--- flow/config.mk ---
export PLATFORM = sky130hd
export DESIGN_NAME = CFAmapping
export DESIGN_NICKNAME = CFAmapping
export VERILOG_FILES = /design/flow/design.v
export SDC_FILE = /design/flow/constraint.sdc
export NUM_CORES = 4
export LEC_CHECK = 1
export CORE_AREA = 10 10 87 87
export DIE_AREA = 0 0 97 97
--- flow/run.sh ---
#!/bin/bash
# OpenROAD 26Q1-2900-gdf79404cd8, Yosys 0.63+post, stock flow scripts
make -C /OpenROAD-flow-scripts/flow DESIGN_CONFIG=/design/flow/config.mk WORK_HOME=/design/flow/orfs finish
--- flow/constraint.sdc ---
current_design CFAmapping

set clk_period 3.8
set clk_io_pct 0.2

create_clock -name clk0 -period $clk_period [get_ports {clk}]

set non_clock_inputs [all_inputs -no_clocks]
set_input_delay [expr $clk_period * $clk_io_pct] -clock clk0 $non_clock_inputs
set_output_delay [expr $clk_period * $clk_io_pct] -clock clk0 [all_outputs]
--- flow/design.v ---
`timescale 1ns/100ps
module CFAmapping (
	input rst_n,  
	input clk,    
	input [7:0] R,
	input [7:0] G,
	input [7:0] B,
	output [7:0] cfa_R,
	output [7:0] cfa_G,
	output [7:0] cfa_B
);
	reg [1:0] row_cnt;
	reg [3:0] col_cnt;
	reg [11:0] pixel_col;
	reg [1:0] state;
	reg [7:0] cfaR, cfaG, cfaB;
	always @(negedge clk or negedge rst_n) begin
		if (rst_n == 0) begin
			col_cnt <= 4'd0;
		end
		else if (pixel_col == 12'd1447) begin
			col_cnt <= 4'd0;
		end
		else if (col_cnt >= 4'd8) begin
			col_cnt <= 4'd0;
		end
		else begin
			col_cnt <= col_cnt + 4'd1;
		end
	end
	always @(negedge clk or negedge rst_n) begin
		if(rst_n == 0)
			pixel_col <= 12'h0;
		else if (pixel_col >= 12'd1447)
			pixel_col <= 12'h0;
		else
			pixel_col <= pixel_col + 12'h001;
	end
	always @(negedge clk or negedge rst_n) begin
		if (rst_n == 0)
			row_cnt <= 2'd0;
		else if (pixel_col == 12'd1447 && row_cnt >= 2'd2)
			row_cnt <= 2'd0;
		else if (pixel_col == 12'd1447)
			row_cnt <= row_cnt + 2'd1;
	end
	always @(*) begin
		if (row_cnt == 2'd0) begin
			if (col_cnt >= 4'd0 && col_cnt <= 4'd2)
				state <= 2'd0;
			else if (col_cnt >= 4'd3 && col_cnt <= 4'd5)
				state <= 2'd1;
			else if (col_cnt >= 4'd6 && col_cnt <= 4'd8)
				state <= 2'd2;
			else
				state <= 2'd3;
		end
		else if (row_cnt == 2'd1) begin
			if (col_cnt >= 4'd0 && col_cnt <= 4'd2)
				state <= 2'd1;
			else if (col_cnt >= 4'd3 && col_cnt <= 4'd5)
				state <= 2'd2;
			else if (col_cnt >= 4'd6 && col_cnt <= 4'd8)
				state <= 2'd0;
			else
				state <= 2'd3;
		end
		else if (row_cnt == 2'd2) begin
			if (col_cnt >= 4'd0 && col_cnt <= 4'd2)
				state <= 2'd2;
			else if (col_cnt >= 4'd3 && col_cnt <= 4'd5)
				state <= 2'd0;
			else if (col_cnt >= 4'd6 && col_cnt <= 4'd8)
				state <= 2'd1;
			else
				state <= 2'd3;
		end
		else
			state <= 2'd3;
	end
	always @(*) begin
		case (state)
			2'd0 :
				begin
					cfaR <= R;
					cfaG <= R;
					cfaB <= R;
				end
			2'd1 :
				begin
					cfaR <= G;
					cfaG <= G;
					cfaB <= G;
				end
			2'd2 :
				begin
					cfaR <= B;
					cfaG <= B;
					cfaB <= B;
				end
			2'd3 :
				begin
					cfaR <= 8'hff;
					cfaG <= 8'hff;
					cfaB <= 8'hff;
				end
		endcase
	end
	assign cfa_R = cfaR;
	assign cfa_G = cfaG;
	assign cfa_B = cfaB;
endmodule
==> run summary <==
Results of the run.

After the flow finishes, the layout carries non-filler instances totaling 312. The worst hold slack after final layout is 425 ps. The wire length of the first global-routing pass is 6980 microns. The routed wirelength on the met1 layer is recorded as 1950 microns.

The DRC marker count from the first detailed-route iteration is 24. The timing report gives the biggest stage delay along the critical path as 410 ps. After synthesis, the design contains 163 cells according to Yosys.

The report shows a maximum critical-path fanout of 6. Setup repair after global routing could not meet its margin everywhere. The post-synth tally of flip-flops with integrated enable is 0.

The total antenna diodes in the routed design is 0. The final number of hold-violating endpoints is 0. The clock root buffer is clkbuf_8. Entering global routing, the biggest net connects 19 pins. The routed design uses 248 microns of met3 wire. Among logic cells in the layout, the one with the most instances is buf_4. The number of global-route vias before repair came to 1477.

The max-capacitance violation count is 0. The core footprint is 5640 sq um. Per the layout report, the design carries 522 filler cells. The critical path's top delay family is buffers and inverters. The worst hold path stage count is 1.

The number of gates on the worst path with buffers counted is 12. Across every metal layer, demand over resource in global routing totals 0.0827. The stat command in Yosys gives a chip area of 1490 sq um. Counting pins that exceed their max-slew limit in the final report gives 0. The vias per cell is 4.61. Data on the critical path is required at its endpoint by 3040 ps. In this run the cell area of the synthesized design comes to 1490 sq um. Per the post-run analysis, buffers plus inverters along the critical path come to 6.

The library cells used most frequently in the layout, excluding fill and tap cells, are buf_4 (28), clkdlybuf4s50_1 (25), buf_2 (23). The worst setup path is launched from a register. For this design the top-level I/O count stands at 50. Synthesis instantiated 42 different standard cells from the library. The number of synthesized register bits is 18. The total global routing overflow is 0. In the final layout, the share of cells above drive strength 1 is 0.408.

Across all layers, the routed design uses 1438 vias. The number of clock buffers inserted by TritonCTS is 3. The flow ran to the end, but the final reports show violations.

Data arrives at the worst endpoint at 4530 ps. The final core area utilization is 0.428. Per the CTS log, the maximum H-tree level is 1. After floorplanning, the die was sized to cover 9410 sq um. For this sky-water flow run, the detailed-routed wirelength per cell is reported as 12.7 microns. Per the run report, area growth between synthesis and finish was 62.7%. The quantity of hold-fixing buffers added after cts is 0.

The smallest setup slack after layout is -1490 ps. The total clock sinks is 18. The remaining max-slew budget at the tightest pin is 0.536. STA shows the worst reg2reg path with a cell count of 6. The met2 wire length is 1730 microns. The number of detailed-routing iterations run before antenna repair is 4. The per-instance average area after synthesis is 9.11 sq um.

The power per standard cell area is 160 nW/um^2. For the pin with the worst max-slew slack, the measured transition is 686 ps. Counting the warning lines in the Yosys log gives 1.

The largest individual stage delay along the critical path comes from the cell or3b_4. The final total power is 0.387 mW. Note, the detailed placer reported a final HPWL of 2800 microns. The sequential-to-total area share from yosys stat is 0.303. The final reports fail on setup timing. The buffer levels on the longest clock path is 2. The number of standard cells after synthesis is 163. The residual antenna-violating net count after detailed routing is 0. The initial antenna violation count is 0. As logged by OpenROAD, the buffers inserted on ports number 49.

After synthesis, the share of flip-flops with an asynchronous set or reset is 1.00. The number of warnings in the stage logs is 33. For the final database, setup skew stands at 1.80 ps. The CTS tree is yes. The number of placement rows is 27. The vertical die dimension is 97 microns. Per the synth stats, the flop cell with the highest instance count is dfrtn_1. For reference, the clock transition at the flip-flops on the worst setup and hold paths is 40 ps. Measured along the x axis, the die boundary spans 97 microns.

The global placer's final weighted congestion is 0.818. The topmost layer with routed signal wires is met4. The endpoint class of the critical path is an output port. The script parses the final routing iteration and logs DRC violations as 0. The largest vdd supply drop is 155 uV. The setup total negative slack is -34450 ps. The critical path start-end classification is reg2out.

The type of the worst min-delay path is reg2reg. The total length of routed wires is 3950 microns. The clock reaches the later pin of the worst-skew pair after 260 ps. The starting density of the core is 0.263.

The critical path goes through buf_6 -> ha_4 -> or3b_4 -> and2_4 -> buf_6 -> o21ai_4 -> buf_12 -> buf_12 -> a31oi_4 -> o32a_1 -> buf_4 -> buf_2. Summed over all cells, the static leakage comes to 1.11 nW. The final timing report counts setup violations totalling 24. In this run, placement finished with an instance count of 288.
-- repair_timing --
| item | 4_1_cts | 5_1_grt |
|---|---|---|
| gates resized | 100 | 9 |
| cloned | 1 | 0 |
| buffers inserted | 18 | 3 |
| pin swaps | 20 | 13 |
| hold endpoints to repair | 0 | 0 |
| endpoints found under the setup margin | 24 | 24 |
-- sequential cells by signal (all words and copies together) (netlist names) --
| signal | cells |
|---|---|
| col_cnt | 4 |
| pixel_col | 12 |
| row_cnt | 2 |
-- report_power, final --
group	leakage (nW)	total (mW)	internal (mW)	switching, mW
Sequential	0.238	0.200	0.196	0.00385
Clock	0.0216	0.126	0.0702	0.0557
Combinational	0.850	0.0613	0.0414	0.0200
Total	1.11	0.387	0.308	0.0795
-- cells by family (layout without fill, tap and decap cells) --
kind of cell | Yosys count | count (layout) | synth area share
buffers and inverters | 36 | 113 | 0.144
XOR/XNOR | 9 | 9 | 0.0531
flip-flops | 18 | 18 | 0.303
AND/OR/NAND/NOR | 55 | 55 | 0.220
adder cells (fa/ha/maj) | 8 | 8 | 0.0674
AND-OR/OR-AND | 36 | 36 | 0.210
other | 1 | 1 | 0.00252
-- stage by stage --
| step | instance area (sq um) | setup slack, ps |
|---|---|---|
| finish | 2420 | -1490 |
| CTS | 2350 | -1510 |
| floorplan | 1500 | -1090 |
| global route | 2420 | -1570 |
| detailed placement | 2120 | -1490 |
| global placement | 2120 | -1470 |
-- Yosys cell counts, types with 2 or more instances --
library cell | n | share of area
a211o_1 | 2 | 0.012
a21oi_1 | 2 | 0.0067
a31oi_1 | 9 | 0.038
and4_1 | 2 | 0.012
and4_2 | 6 | 0.040
and4_4 | 2 | 0.015
buf_4 | 16 | 0.081
buf_6 | 2 | 0.015
dfrtn_1 | 18 | 0.30
ha_1 | 8 | 0.067
inv_1 | 16 | 0.040
nand2_1 | 7 | 0.018
nand3_1 | 4 | 0.013
nand4_1 | 4 | 0.017
nor2_1 | 20 | 0.051
nor4b_1 | 2 | 0.012
o21ai_0 | 3 | 0.010
o21ai_2 | 2 | 0.012
o32a_1 | 8 | 0.054
xnor2_1 | 5 | 0.029
xor2_1 | 4 | 0.024
-- final cells by class --
| class | instances | area (sq um) | share of cell area |
|---|---|---|---|
| Inverter | 16 | 60.1 | 0.0249 |
| Multi-Input combinational cell | 109 | 941 | 0.389 |
| Timing Repair Buffer | 94 | 833 | 0.345 |
| Sequential cell | 18 | 450 | 0.186 |
| Tap cell | 72 | 90.1 | 0.0373 |
| Clock buffer | 3 | 41.3 | 0.0171 |
-- final timing paths --
path	slack (ps)	from	end
max reg2reg	1650	pixel_col[0]$_DFF_NN0_	col_cnt[2]$_DFF_NN0_
max in group asynchronous	970	rst_n	col_cnt[1]$_DFF_NN0_
min	420	pixel_col[0]$_DFF_NN0_	pixel_col[0]$_DFF_NN0_
min in group asynchronous	2610	rst_n	pixel_col[3]$_DFF_NN0_
min reg2reg	420	pixel_col[0]$_DFF_NN0_	pixel_col[0]$_DFF_NN0_
max	-1490	col_cnt[0]$_DFF_NN0_	cfa_B[4]
-- per-layer routing --
metal	vias up	track usage
li1	730	-
met1	654	0.118
met2	49	0.130
met3	5	0.0172
met4	0	0.00676
met5	-	0
Power and IR drop assume default switching activity.
