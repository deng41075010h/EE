==> flow/config.mk <==
export PLATFORM = sky130hd
export DESIGN_NAME = Halftone
export DESIGN_NICKNAME = Halftone
export VERILOG_FILES = /design/flow/design.v
export SDC_FILE = /design/flow/constraint.sdc
export NUM_CORES = 4
export LEC_CHECK = 1
export CORE_UTILIZATION = 50
==> flow/constraint.sdc <==
current_design Halftone

set clk_period 20.4
set clk_io_pct 0.2

create_clock -name clk0 -period $clk_period [get_ports {clk200}]

set non_clock_inputs [all_inputs -no_clocks]
set_input_delay [expr $clk_period * $clk_io_pct] -clock clk0 $non_clock_inputs
set_output_delay [expr $clk_period * $clk_io_pct] -clock clk0 [all_outputs]
==> flow/design.v <==
`timescale 1ns/100ps
module Halftone(
	input rst_n,	 
	input clk200,
	input pixel_clk,
	input [11:0] Pixel_Col,
	input [11:0] Pixel_Row,
	input [31:0] BC_data,	 
	input [31:0] GC_data,	 
	input [31:0] RC_data,	 
	output [7:0] B_level,  
	output [7:0] G_level,  
	output [7:0] R_level,  
	input [15:0] HT_B_SRAM_QI,
	input [15:0] HT_G_SRAM_QI,
	input [15:0] HT_R_SRAM_QI,
	output reg [15:0] HT_B_SRAM_D_OUT,
	output reg [15:0] HT_G_SRAM_D_OUT,
	output reg [15:0] HT_R_SRAM_D_OUT,
	output reg [10:0] HT_B_SRAM_ADDR,
	output reg [10:0] HT_G_SRAM_ADDR,
	output reg [10:0] HT_R_SRAM_ADDR,
	output ht_sram_b_wren, 
	output ht_sram_g_wren,
	output ht_sram_r_wren
);
	reg [15:0] r1_in_R, r2_in_R, r3_in_R;
	reg [15:0] r1_in_G, r2_in_G, r3_in_G;
	reg [15:0] r1_in_B, r2_in_B, r3_in_B;
	wire [15:0] RC_bin, GC_bin, BC_bin;
	wire [15:0] R_new, G_new, B_new;
	assign RC_bin = RC_data[31:16];
	assign GC_bin = GC_data[31:16];
	assign BC_bin = BC_data[31:16];
	reg [1:0] state;
	reg rd_en, wr_en, reset;
	assign ht_sram_b_wren = wr_en;
	assign ht_sram_g_wren = wr_en;
	assign ht_sram_r_wren = wr_en;
	reg [2:0] clk_cnt;
	wire [2:0] max_cnt = 3'b011;  
	always @(negedge clk200 or negedge rst_n) begin
		if(rst_n == 0) begin
			clk_cnt <= 3'b0;
			reset <= 0; 
		end
		else begin
			if (clk_cnt == 0) begin
				reset <= 0; 
			end
			if (clk_cnt < max_cnt) begin
				clk_cnt <= clk_cnt + 3'b1;
			end
			else if (clk_cnt == max_cnt) begin
				reset <= ~reset;
				clk_cnt <= 3'b0;
			end
		end
	end
	always @(*) begin
		if (reset == 1) begin
			state <= 2'b00; 
		end
		else if (clk_cnt == 3'd1) begin
			state <= 2'b01;
		end
		else if (clk_cnt == 3'd2) begin
			state <= 2'b10;
		end
		else
			state <= 2'b00;
	end
	always @(*) begin
		case (state)
			2'b00: begin
				rd_en <= 0;
				wr_en <= 0;
			end
			2'b01: begin
				rd_en <= 1;
				wr_en <= 0;
			end
			2'b10: begin
				rd_en <= 0;
				wr_en <= 1;
			end
		endcase
	end
	reg [15:0] errStorageR, errStorageG, errStorageB;
	calPixel calBpixel (
		.pixel(BC_bin), .r1(r1_in_B), .errorStorage(errStorageB), .newPixel(B_new)
	);
	calPixel calGpixel (
		.pixel(GC_bin), .r1(r1_in_G), .errorStorage(errStorageG), .newPixel(G_new)
	);
	calPixel calRpixel (
		.pixel(RC_bin), .r1(r1_in_R), .errorStorage(errStorageR), .newPixel(R_new)
	);
	integer i;
	integer const_8 = 8;
	integer const_16 = 16;
	reg [8:0] RLv_int, GLv_int, BLv_int;
	reg [15:0] R_err, G_err, B_err;
	always @(*) begin
		for (i = 0; i < 16; i = i + 1) begin
			if ((R_new[14:7] >= (i) * const_16) && (R_new[14:7] < (i) * const_16 + const_8)) begin
				RLv_int <= const_16 * i;
				R_err <= R_new - {RLv_int, 7'b0};
			end
			else if ((R_new[14:7] >= (i) * const_16 + const_8) && (R_new[14:7] < (i + 1) * const_16)) begin
				RLv_int <= const_16 * (i + 1);
				R_err <= R_new - {RLv_int, 7'b0};
			end
		end
	end	
	always @(*) begin
		for (i = 0; i < 16; i = i + 1) begin
			if ((G_new[14:7] >= (i) * const_16) && (G_new[14:7] < (i) * const_16 + const_8)) begin
				GLv_int <= const_16 * i;
				G_err <= G_new - {GLv_int, 7'b0};
			end
			else if ((G_new[14:7] >= (i) * const_16 + const_8) && (G_new[14:7] < (i + 1) * const_16)) begin
				GLv_int <= const_16 * (i + 1);
				G_err <= G_new - {GLv_int, 7'b0};
			end
		end
	end	
	always @(*) begin
		for (i = 0; i < 16; i = i + 1) begin
			if ((B_new[14:7] >= (i) * const_16) && (B_new[14:7] < (i) * const_16 + const_8)) begin
				BLv_int <= const_16 * i;
				B_err <= B_new - {BLv_int, 7'b0};
			end
			else if ((B_new[14:7] >= (i) * const_16 + const_8) && (B_new[14:7] < (i + 1) * const_16)) begin
				BLv_int <= const_16 * (i + 1);
				B_err <= B_new - {BLv_int, 7'b0};
			end
		end
	end
	wire [15:0] r1_out_R, r2_out_R, r3_out_R, r4_out_R;
	wire [15:0] r1_out_G, r2_out_G, r3_out_G, r4_out_G;
	wire [15:0] r1_out_B, r2_out_B, r3_out_B, r4_out_B;
	wire [2:0] write_r4_en, write_r3_en;
	Floyd_Steinberg_algorithm FS_R (
		.row(Pixel_Row),               
		.col(Pixel_Col),               
		.err(R_err),                   
		.r2_in(r2_in_R),               
		.r3_in(r3_in_R),               
		.r1_out(r1_out_R),             
		.r2_out(r2_out_R),             
		.r3_out(r3_out_R),             
		.r4_out(r4_out_R),             
		.write_r4_en(write_r4_en[0]),  
		.write_r3_en(write_r3_en[0])   
	);
	Floyd_Steinberg_algorithm FS_G (
		.row(Pixel_Row),               
		.col(Pixel_Col),               
		.err(G_err),                   
		.r2_in(r2_in_G),               
		.r3_in(r3_in_G),               
		.r1_out(r1_out_G),             
		.r2_out(r2_out_G),             
		.r3_out(r3_out_G),             
		.r4_out(r4_out_G),             
		.write_r4_en(write_r4_en[1]),  
		.write_r3_en(write_r3_en[1])   
	);
	Floyd_Steinberg_algorithm FS_B (
		.row(Pixel_Row),               
		.col(Pixel_Col),               
		.err(B_err),                   
		.r2_in(r2_in_B),               
		.r3_in(r3_in_B),               
		.r1_out(r1_out_B),             
		.r2_out(r2_out_B),             
		.r3_out(r3_out_B),             
		.r4_out(r4_out_B),             
		.write_r4_en(write_r4_en[2]),  
		.write_r3_en(write_r3_en[2])   
	);
	always @(negedge clk200 or negedge rst_n) begin
		if(rst_n == 0) begin
			r1_in_R <= 0; 
			r2_in_R <= 0;
			r3_in_R <= 0;
		end
		else if (reset == 1) begin
			r1_in_R <= r1_out_R; 
			r2_in_R <= r2_out_R;
			r3_in_R <= r3_out_R;
		end
	end
	always @(negedge clk200 or negedge rst_n) begin
		if(rst_n == 0) begin
			r1_in_G <= 0;
			r2_in_G <= 0;
			r3_in_G <= 0;
		end
		else if (reset == 1) begin
			r1_in_G <= r1_out_G;
			r2_in_G <= r2_out_G;
			r3_in_G <= r3_out_G;
		end
	end
	always @(negedge clk200 or negedge rst_n) begin
		if(rst_n == 0) begin
			r1_in_B <= 0;
			r2_in_B <= 0;
			r3_in_B <= 0;
		end
		else if (reset == 1) begin
			r1_in_B <= r1_out_B;
			r2_in_B <= r2_out_B;
			r3_in_B <= r3_out_B;
		end
	end
	always @(*) begin
		if (rd_en == 1) begin
			HT_B_SRAM_ADDR <= Pixel_Col;
			HT_G_SRAM_ADDR <= Pixel_Col;
			HT_R_SRAM_ADDR <= Pixel_Col;		
			errStorageR <= HT_R_SRAM_QI;
			errStorageG <= HT_G_SRAM_QI;
			errStorageB <= HT_B_SRAM_QI;
		end
		else if (wr_en == 1) begin
			if (write_r4_en == 3'b111) begin
				HT_B_SRAM_ADDR <= Pixel_Col - 1;
				HT_G_SRAM_ADDR <= Pixel_Col - 1;
				HT_R_SRAM_ADDR <= Pixel_Col - 1;
				HT_B_SRAM_D_OUT <= r4_out_B;
				HT_G_SRAM_D_OUT <= r4_out_G;
				HT_R_SRAM_D_OUT <= r4_out_R;
			end
			else if (write_r3_en == 3'b111) begin
				HT_B_SRAM_ADDR <= Pixel_Col;
				HT_G_SRAM_ADDR <= Pixel_Col;
				HT_R_SRAM_ADDR <= Pixel_Col;
				HT_B_SRAM_D_OUT <= r3_out_B;
				HT_G_SRAM_D_OUT <= r3_out_G;
				HT_R_SRAM_D_OUT <= r3_out_R;
			end
		end
	end	
	assign R_level = RLv_int[7:0];
	assign G_level = GLv_int[7:0];
	assign B_level = BLv_int[7:0];
endmodule
module calPixel(
	input [15:0] pixel,
	input [15:0] r1,
	input [15:0] errorStorage,
	output [15:0] newPixel
);
	wire [15:0] newTemp, errTemp, clip_255;
	assign errTemp = errorStorage + r1;
	assign newTemp = pixel + errTemp;
	assign clip_255 = (errTemp[15] == 1'b0 && newTemp[15] == 1'b1) ? 16'h7f80 : newTemp;
	assign newPixel = (clip_255[15] == 1'b1) ? 16'h0000 : (clip_255 >= 16'b0111100000000000) ? 16'h7800 : clip_255;
endmodule
module Floyd_Steinberg_algorithm (
	input [11:0] row,
	input [11:0] col,
	input [15:0] err,
	input [15:0] r2_in,
	input [15:0] r3_in,
	output [15:0] r1_out,
	output [15:0] r2_out,
	output [15:0] r3_out,
	output [15:0] r4_out,
	output write_r4_en,
	output write_r3_en
);
	wire [15:0] err4_t, err3_t, err2_t, err1_t;  
	wire [15:0] err4, err3, err2, err1;  
	reg [15:0] r4, r3, r2, r1;
	reg wr_r4_en, wr_r3_en;
	assign err4_t = ((err << 1) + err);  
	assign err3_t = ((err << 2) + err);  
	assign err2_t = (err);               
	assign err1_t = ((err << 3) - err);  
	assign err4 = (err4_t[15] == 1) ? {4'b1111, err4_t[15:4]} : {4'b0000, err4_t[15:4]};
	assign err3 = (err3_t[15] == 1) ? {4'b1111, err3_t[15:4]} : {4'b0000, err3_t[15:4]};
	assign err2 = (err2_t[15] == 1) ? {4'b1111, err2_t[15:4]} : {4'b0000, err2_t[15:4]};
	assign err1 = (err1_t[15] == 1) ? {4'b1111, err1_t[15:4]} : {4'b0000, err1_t[15:4]};
	always @ (*) begin
		wr_r4_en <= 0;
		wr_r3_en <= 0;	
		if (col >= 12'd1 && row + 1 < 12'd1072) begin
			r4 <= r3_in + err4;
			wr_r4_en <= 1;
		end
		else begin
			wr_r4_en <= 0;
		end
		if (row + 1 < 12'd1072) begin
			r3 <= r2_in + err3;
			wr_r3_en <= 1;
		end
		else begin
			wr_r3_en <= 0;
		end
		if (col + 1 < 12'd1448 && row + 1 < 12'd1072) begin
			r2 <= err2;
		end
		else begin
			r2 <= 16'd0;  
		end
		if (col + 1 < 12'd1448) begin
			r1 <= err1;
		end
		else begin
			r1 <= 16'd0;  
		end
	end
	assign r4_out = r4;
	assign r3_out = r3;
	assign r2_out = r2;
	assign r1_out = r1;
	assign write_r4_en = wr_r4_en;
	assign write_r3_en = wr_r3_en;
endmodule
==> flow/run.sh <==
#!/bin/bash
# OpenROAD 26Q1-2900-gdf79404cd8, Yosys 0.63+post, stock flow scripts
make -C /OpenROAD-flow-scripts/flow DESIGN_CONFIG=/design/flow/config.mk WORK_HOME=/design/flow/orfs finish
==> results.toml <==
# physical design summary
[run]
warnings = 87
cap_violations = 0

[sta]
unclocked_pins = 268
worst_slew_pin_slew_ns = 0.8662
fin_setup_tns_ns = 0
fin_hold_ws_ns = 0.4508
maxSlewViolCount = 0
max-slew-margin-rel_pct = 42.05
hold_viol = 0
grt_setup_unrepaired = "true"
clock_skew_ns = 0.004937
untimed_endpoints = 346
setup_viol = 0

[routing]
drt-initial-drc-count = 825
diodes = 0
viasPerCell = 5.342
wl_um = 54070
drc = 0
dr.pass1.iters = 4
post_drt_wl_per_cell_um = 14.71
vias = 19640
ant_nets = 0

[critical_path]
r2r-start = "r1_in_B[0]"
end_kind = "output port"
arrival_ns = 16.26
critical-path-max-stage-delay_ns = 0.47
worst-setup-path-type = "reg2out"
startpoint = "r1_in_R[0]"
critPathSlowestCell = "clkdlybuf4s50_1"
crit_fanout = 6
cp-start-kind = "flop"
required_ns = 16.32

[clocking]
cts_root_buf = "clkbuf_16"
clk_path_buf_depth = 2
cts_max_level = 4
cts_hold_buffers = 0
path_clk_slew_ns = 0.04
cts_tree = "built"
clkLatencyLatePin_ns = 0.41
cts_buffers = 17

[logic_synthesis]
syn_inst = 2746
yosysTopAreaCell = "ha_1"
yosys-stat-area_um2 = 23610
edf_count = 0
post-synth-top-count-cell = "ha_1"
ys_ff = 392
yosys_most_used_dff = "dlxtn_1"
ys_top_cells_by_count = "ha_1 (308), nand2_1 (254), inv_1 (197), nor2_1 (182), dlxtn_1 (172)"
syn_avg_cell_area_um2 = 8.599
yosysUniqueCellTypes = 94
synth_area_um2 = 23610
ys_cells = 2746
synthArstFlopShare_pct = 31.63
yosys-top-cells-area = "ha_1 (16%), dfrtn_1 (13%), dlxtn_1 (11%), xnor2_1 (6.2%), dlxtp_1 (6.1%)"
synth_top_area_share_pct = 16.32
ys_warn_count = 2

[grt]
grt_usage_pct = 23.29
grt_pass1_wl_um = 88490
grt_remaining_overflow = 0
grt_max_degree = 58
first_global_vias = 17980
antenna_found_initial = 0

[placement]
gp_congestion = 0.9243
dpl.cell_count = 3641
hpwl_um = 42490
io_buffer_count = 217

[cells_and_area]
finalNonFillerCells = 3677
area_growth_pct = 20.01
post-route-util_pct = 60.87
nFillCells = 3891
drive_above_1_share_pct = 10.49

[floorplanning]
die_h_um = 219.3
pin_count = 279
core_um2 = 46560
rows = 79
fp-utilization_pct = 50.72
die-area_um2 = 48100
die_w_um = 219.3

[worst_hold_path]
hp-class = "reg2reg"
min-delay-start = "r1_in_G[7]"

[run_status]
status = "completed"
==> layout by cell type, fill, tap and decap left out, types with 80 or more instances in the layout <==
cell               n
conb_1            80
o21ai_0           98
ha_1             301
nor2_1           179
clkdlybuf4s50_1  212
nand2_1          251
dlxtp_1           96
a21oi_1          163
dfrtn_1          124
xnor2_1          157
inv_1            193
dlxtn_1          163
buf_4             86
==> critical path: cells and delay by family (launching register included) <==
family	cells	cell delay (ns)
adder cells (fa/ha/maj)	3	0.88
flip-flops	1	0.46
latches	1	0.42
AND/OR/NAND/NOR	6	0.91
XOR/XNOR	2	0.23
multiplexers	1	0.35
buffers and inverters	2	0.53
AND-OR/OR-AND	11	1.85
==> layer usage <==
layer | vias up | share of wire, % | routed length, um | GRT usage (%)
met5 | - | 0 | 0 | 0
met4 | 0 | 0.66 | 357 | 1.273
met3 | 20 | 5.1 | 2784 | 3.086
met2 | 399 | 41 | 22400 | 34.14
met1 | 8997 | 53 | 28530 | 38.95
li1 | 10230 | - | - | -
==> flip-flops by register name (all words and copies together) (netlist names), 16 cells and up <==
register	flops
errStorageG	16
FS_G.r4	16
HT_G_SRAM_D_OUT	16
FS_R.r4	16
HT_B_SRAM_D_OUT	16
r3_in_G	16
FS_G.r3	16
R_err	16
FS_R.r3	16
G_err	16
HT_R_SRAM_D_OUT	16
B_err	16
r3_in_B	16
errStorageB	16
FS_B.r4	16
r3_in_R	16
FS_B.r3	16
errStorageR	16
==> kinds of logic after synthesis <==
kind of cell,Yosys count,share of synthesized area (%)
adders and majority gates,330,17.89
latches,268,17.02
DFF,124,13.14
AOI/OAI and AO/OA,686,20.02
buffers and inverters,290,5.384
muxes,55,2.596
xor gates and xnor gates,241,9.003
other,1,0.01588
and+or+nand+nor,751,14.90
==> timing repair <==
action,in CTS,in global routing
gates resized,85,86
pin swaps,34,57
cloned,2,1
buffers inserted,1,7
setup endpoints to repair,13,21
==> per-stage QoR <==
| step | instance area, um2 | worst slack, ns |
|---|---|---|
| after floorplan | 23910 | 0.7918 |
| after global placement | 26960 | -0.4071 |
| after detailed placement | 26960 | -0.4021 |
| after CTS | 27920 | -0.05677 |
| after global routing | 28340 | -0.3277 |
| final | 28340 | 0.06104 |
==> final cells by class <==
class,count,area (um2),area share (%)
multi-input cells,2146,16300,57.51
flip-flops and latches,392,7138,25.19
repair buffers,303,2821,9.956
well taps,607,759.5,2.680
inverters,198,743.2,2.623
clock buffers,24,491.7,1.735
clock inverters,7,87.58,0.3091
==> worst paths after layout <==
kind,endpoint,slack [ns],cells past startpoint
min in group asynchronous,r3_in_G[11],13.68,1
max in group asynchronous,r3_in_B[6],5.32,3
worst min-delay path,r1_in_G[7],0.45,1
worst max register to register,r1_in_B[14],12.52,36
worst max-delay path,R_level[5],0.06,26
worst min register to register,r1_in_G[7],0.45,1
